==> flow/design.v <==
`timescale 1ns / 1ps
module alu(
    input [7:0] a,b,
    input [3:0] alu_sel,
    output reg [7:0] alu_result,
    output reg zero
    );
    always @(*)
    begin
        case(alu_sel)
        4'b0000: alu_result = a+b;
        4'b0001: alu_result = a-b;
        4'b0010: alu_result = a&b;
        4'b0011: alu_result = a|b;
        4'b0100: alu_result = a^b;
        4'b0101: alu_result = ~(a|b);
        4'b0110: alu_result = ~(a&b);
        4'b0111: alu_result = ~(a^b);
        4'b1000: alu_result = a<<1;
        4'b1001: alu_result = a>>1;
        4'b1010: alu_result = a<<<1;
        4'b1011: alu_result = a>>>1;
        4'b1100: alu_result = {a[6:0],a[7]};
        4'b1101: alu_result = {a[0],a[7:1]};
        4'b1110: alu_result = (a==b)? 8'd1 : 8'd0;
	    4'b1111: alu_result = (a>b)?8'd1:8'd0 ;
        default: alu_result = a+b;
        endcase 
        zero = (alu_result == 8'b0) ? 1'b1 : 1'b0;
     end
endmodule
==> flow/run.sh <==
#!/bin/bash
# OpenROAD 26Q1-2900-gdf79404cd8, Yosys 0.63+post, stock flow scripts
make -C /OpenROAD-flow-scripts/flow DESIGN_CONFIG=/design/flow/config.mk WORK_HOME=/design/flow/orfs finish
==> flow/config.mk <==
export PLATFORM = sky130hd
export DESIGN_NAME = alu
export DESIGN_NICKNAME = alu
export VERILOG_FILES = /design/flow/design.v
export SDC_FILE = /design/flow/constraint.sdc
export NUM_CORES = 4
export LEC_CHECK = 1
export CORE_AREA = 10 10 97 97
export DIE_AREA = 0 0 107 107
export SYNTH_HDL_FRONTEND = slang
==> flow/constraint.sdc <==
current_design alu

set clk_period 5.2
set clk_io_pct 0.2

create_clock -name clk0 -period $clk_period

set non_clock_inputs [all_inputs -no_clocks]
set_input_delay [expr $clk_period * $clk_io_pct] -clock clk0 $non_clock_inputs
set_output_delay [expr $clk_period * $clk_io_pct] -clock clk0 [all_outputs]
==> flow_summary.toml <==
# synthesis and place-and-route metrics
[setup_path]
crit_fanout = 4
worstSetupStartpointType = "primary input"
critPathCaptureType = "output pin"
cp_data_arrival_time_ns = 3.96
critPathRequiredTime_ns = 4.16
critical_path_class = "in -> out"

[timing]
max-slew-margin-rel = 0.649
period_minus_slack_ns = 5.00
finalSetupViolCount = 0
slew_viol_final = 0
whs_ns = 3.32
hold_viol = 0
max_clock_freq_mhz = 200
rsz0062_at_grt = "false"
worst_slew_pin_slew_ns = 0.522
post-route-period-util = 0.961

[floorplanning]
die_area_um2 = 11400
fp_util = 0.233
die_h_um = 107
die_x_um = 107
io_pins = 29
num_rows = 31
core_um2 = 7290

[drt]
drt_iter0_markers = 227
viasPerCell = 5.02
wl_per_cell_um = 14.4
ant_nets = 0
num_vias = 1901
antenna-diode-count = 0
totalWireLength_um = 5470
drt-pass1-iter-count = 4
drc_errors = 0

[synth]
top_cell_area_share = 0.177
synth_cell_types = 59
ys_chip_area_um2 = 1700
synth.cell_area_um2 = 1700
ys_seq_share = 0
synth.area.top_cells = "ha_1 (18%), mux2i_1 (5.3%), inv_1 (5.3%), a21oi_1 (4.4%), buf_6 (4.0%)"
ys_cells = 238
yosys_warnings = 0
yosysTopAreaCell = "ha_1"
syn_area_per_cell_um2 = 7.14
top_cells_by_count = "ha_1 (24), inv_1 (24), a21oi_1 (15), nand2_1 (14), nor2_1 (13)"
syn_inst = 238

[global_routing]
grt_max_degree = 35
grt_pass1_wl_um = 9350
first_global_vias = 1791
antenna_found_initial = 0
gr-total-overflow = 0
grtUsageTotal = 0.0952

[final_layout]
area_delta_synth_final_pct = 33.5
drive_gt1_frac = 0.179
seq_cells = 0
final_core_util = 0.311
regArea_um2 = 0
clkbuf_count = 0

[power_and_ir_drop]
pwr-share-comb = 1.000
p_int_mw = 0.112
p_seq_frac = 0
p_sw_frac = 0.494
p_leak_nw = 0.986
p_sw_mw = 0.109
p_per_area_nw_per_um2 = 97.6
pwr-share-clk = 0
ir_worst_vdd_mv = 0.0360

[placement]
dpl.hpwl_um = 4450
io_buffers = 29
gp_congestion = 0.937

[min_path]
hp-class = "in -> out"
worstHoldPathCells = 8

[clocking]
hold_buffers = 0
post_cts_buffers = 0

[flow_run]
warning_count = 48
drv_cap = 0

[run_status]
status = "finished, final reports clean"
==> critical path: stages <==
cell	delay [ns]
clkdlybuf4s50_1	0.48
inv_1	0.06
ha_1	0.22
fa_2	0.37
o311a_2	0.41
o31ai_2	0.23
o22ai_1	0.12
a211oi_1	0.46
clkdlybuf4s50_1	0.56
==> timing repair <==
action / CTS / global route
endpoints found under the setup margin: 0 / 2
gates resized: 0 / 7
endpoints found under the hold margin: 0 / 0
==> path summary, 6_finish.rpt <==
| path | startpoint | endpoint | slack, ns |
|---|---|---|---|
| min | alu_sel[3] | zero | 3.32 |
| max | a[0] | alu_result[6] | 0.20 |
==> per-layer routing <==
layer,global-route usage,vias to the layer above,part of all wire
met3,0.0109,2,0.073
li1,-,969,-
met1,0.145,857,0.47
met2,0.148,73,0.46
met4,0.00193,0,0.0018
met5,0,-,0
==> cells by family (layout without fill, tap and decap cells) <==
logic type	count (synthesis)	in the layout	share of synthesized area
xor gates and xnor gates	4	4	0.0206
buffers and inverters	44	86	0.144
adders and majority gates	26	26	0.200
AOI/OAI and AO/OA	78	78	0.329
muxes	10	10	0.0596
and+or+nand+nor	76	76	0.246
==> cell usage in the layout (no fill, tap or decap), drive strengths merged, types with 3 or more instances in the layout <==
cell	instances
a21o	4
and3	6
nor2b	4
nor4	5
nor2	14
nor3	10
a221oi	4
inv	25
ha	24
o31ai	4
o211ai	7
nand2b	8
o221a	3
mux2i	9
xnor2	3
clkdlybuf4s50	28
buf	32
a211oi	5
nand3	4
nand2	14
a21oi	16
a31oi	3
nor4b	3
o21ai	13
==> per-stage QoR <==
stage / instances / setup slack [ns] / power (mW) / TNS [ns] / area (µm²)
final: 379 / 0.201 / 0.221 / 0 / 2270
after floorplan: 238 / 1.39 / 0.127 / 0 / 1700
after CTS: 379 / 0.0476 / 0.217 / 0 / 2230
after detailed placement: 379 / 0.0834 / 0.215 / 0 / 2230
after global placement: 379 / -0.00895 / 0.216 / -0.00895 / 2230
after global routing: 379 / 0.0337 / 0.245 / 0 / 2270
==> power by group through the flow <==
| stage | Sequential, mW | Combinational, mW | Clock (mW) |
|---|---|---|---|
| CTS | 0 | 0.217 | 0 |
| global route | 0 | 0.245 | 0 |
| finish | 0 | 0.221 | 0 |
==> area by class of cell <==
| type | count | area, µm² |
|---|---|---|
| well taps | 99 | 124 |
| repair buffers | 61 | 558 |
| multi-input cells | 194 | 1490 |
| fillers | 801 | 5020 |
| inverters | 25 | 93.8 |
Power figures rest on the tool's default switching activity, not on a simulated workload.
