`design/flow/run.sh`:
```
#!/bin/bash
# OpenROAD 26Q1-2900-gdf79404cd8, Yosys 0.63+post, stock flow scripts
make -C /OpenROAD-flow-scripts/flow DESIGN_CONFIG=/design/flow/config.mk WORK_HOME=/design/flow/orfs finish
```
`design/flow/config.mk`:
```
export PLATFORM = sky130hd
export DESIGN_NAME = pc
export DESIGN_NICKNAME = pc
export VERILOG_FILES = /design/flow/design.v
export SDC_FILE = /design/flow/constraint.sdc
export NUM_CORES = 4
export LEC_CHECK = 1
export CORE_UTILIZATION = 50
export SYNTH_HDL_FRONTEND = slang
```
`design/flow/constraint.sdc`:
```
current_design pc

set clk_period 6.6
set clk_io_pct 0.2

create_clock -name clk0 -period $clk_period [get_ports {clk}]

set non_clock_inputs [all_inputs -no_clocks]
set_input_delay [expr $clk_period * $clk_io_pct] -clock clk0 $non_clock_inputs
set_output_delay [expr $clk_period * $clk_io_pct] -clock clk0 [all_outputs]
```
`design/flow/design.v`:
```
`timescale 1ns / 1ps
module pc(
    input clk, 
    input reset,
    input [31:0] branch_tgt,
    input [31:0] jump_tgt,
    input branch_taken,
    input jump,
    input pcWrite,
    output reg [31:0] pc
    );
    always @(posedge clk or posedge reset) begin
        if (reset)
            pc <= 32'h00000000;
        else if (pcWrite) begin
            if (jump)
                pc <= jump_tgt;
            else if (branch_taken) 
                pc <= branch_tgt;
            else 
                pc <= pc + 4;
        end
    end
endmodule
```
==> flow_metrics.env <==
# source this file to load flow results
export IMPL_status="finished, final reports clean"
export IMPL_synth_most_common_cell="dfrtp_1"
export IMPL_final_max_slew_violation_count=0
export IMPL_gr_usage_all_layers_pct=30.7
export IMPL_hold_path_class="flip-flop to flip-flop"
export IMPL_clkSinkCount=32
export IMPL_postPlaceCellArea_um2=3430
export IMPL_antenna_left=0
export IMPL_dr_pass1_iters=22
export IMPL_ys_warn_count=0
export IMPL_area_growth_syn_to_layout_pct=48.0
export IMPL_dp_hpwl_um=4830
export IMPL_post_cts_setup_buffers=0
export IMPL_die_area_um2=5060
export IMPL_tool_warnings=27
export IMPL_dr_total_vias=2810
export IMPL_htreeDepth=2
export IMPL_ys_chip_area_um2=2390
export IMPL_vdd_drop_max_mv=0.167
export IMPL_max_stage_delay_ns=0.87
export IMPL_cts_buffer_depth=2
export IMPL_die_x_um=71.2
export IMPL_maxCapViolations=0
export IMPL_cts_root_buf="clkbuf_8"
export IMPL_regMostFlops="pc"
export IMPL_p_per_area_nw_per_um2=184
export IMPL_crit_type="primary input to flip-flop"
export IMPL_remaining_drc_errors=0
export IMPL_slew_headroom_pct=57.2
export IMPL_worst_pin_slew_ns=0.636
export IMPL_gp_congestion=0.960
export IMPL_synth_top_cell_area_share_pct=33.5
export IMPL_first_global_vias=2629
export IMPL_area_leaders="dfrtp_1, a22o_1, a22oi_1"
export IMPL_dpl_cell_count=424
export IMPL_setup_viol=0
export IMPL_total_power_uw=652
export IMPL_fp_utilization_pct=53.4
export IMPL_clock_skew_ns=0.00813
export IMPL_crit_required_ns=6.80
export IMPL_period_needed_ns=3.39
export IMPL_die_y_um=71.2
export IMPL_finalClockPeriodUsage_pct=51.3
export IMPL_synth_cells=286
export IMPL_post_route_util_pct=79.1
export IMPL_coreArea_um2=4470
export IMPL_grt_start_max_net_pins=45
export IMPL_routedWlPerCell_um=16.7
export IMPL_drtIter0Drc=259
export IMPL_arrival_ns=3.59
export IMPL_vias_per_cell=6.50
export IMPL_netlist_area_um2=2390
export IMPL_cp_cell_sequence="clkdlybuf4s50_1 > nor2b_2 > buf_4 > a221o_1 > o22ai_1 > a211oi_1"
export IMPL_postSynthSeqShare_pct=33.5
export IMPL_synth_edff_count=0
export IMPL_ctsResizeCount=0
export IMPL_num_rows=24
export IMPL_io_buffers=100
export IMPL_syn_area_per_cell_um2=8.36
export IMPL_setup_tns_ns=0
export IMPL_fin_hold_ws_ns=0.524
export IMPL_dpl_worst_slack_ns=2.97
export IMPL_cts_tree="built"
export IMPL_synth_cell_types=53
export IMPL_drive_gt1_share_pct=6.58
export IMPL_start_kind="primary input"
export IMPL_grt_pass1_wl_um=12200
export IMPL_ys_async_sr_fraction_pct=100
export IMPL_top_cells_by_count="dfrtp_1, nand2_1, clkbuf_1"
export IMPL_ff_type="dfrtp_1"
export IMPL_synth_stat_cells=286
export IMPL_clk_latency_ns=0.29
export IMPL_routed_wl_um=7230
export IMPL_finalHoldViolations=0
export IMPL_final_cells=432
export IMPL_largest_reg_flops=32
export IMPL_end_kind="flip-flop"
export IMPL_synth_seq_cells=32
export IMPL_largest_area_cell="dfrtp_1"
export IMPL_p_leak_nw=1.38
export IMPL_numCtsBuffers=5
export IMPL_reg_largest_list="pc: 32 flops"
export IMPL_fin_ws_ns=3.21
export IMPL_ios=101
export IMPL_clk_pin_slew_ns=0.07
export IMPL_postCtsHoldBufs=0
export IMPL_antenna_found_initial=0
export IMPL_critPathMaxFanout=16
export IMPL_max_freq_ghz=0.295
export IMPL_final_cell_area_um2=3540
export IMPL_grt_setup_unrepaired="no"
export IMPL_n_antenna_cell=0
export IMPL_gr_total_overflow=0
export IMPL_slowest_stage="clkdlybuf4s50_1"
==> worst max-delay path, delay by kind of cell <==
| kind | cells | cell delay, ns |
|---|---|---|
| AND-OR/OR-AND | 3 | 0.55 |
| buffers and inverters | 2 | 1.20 |
| AND/OR/NAND/NOR | 1 | 0.51 |
==> metal layers <==
metal	share of wire, %	GRT usage [%]
met4	0.50	5.56
met1	44	47.8
met2	45	45.7
met3	11	7.37
met5	0	0
==> area by class of cell <==
cell class                      count  area (µm²)
Clock inverter                      2        35.0
Timing Repair Buffer              107        1050
Inverter                            8        30.0
Clock buffer                        6        72.6
Multi-Input combinational cell    225        1480
Tap cell                           52        65.1
Sequential cell                    32         801
Fill cell                         309         935
==> final timing paths <==
| kind | start | end | slack (ns) | depth (start not counted) |
|---|---|---|---|---|
| max | branch_taken | pc[23] | 3.21 | 6 |
| min | pc[0] | pc[0] | 0.52 | 2 |
| max reg2reg | pc[6] | pc[20] | 4.26 | 4 |
| min reg2reg | pc[0] | pc[0] | 0.52 | 2 |
| max in group asynchronous | reset | pc[30] | 4.84 | 3 |
| min in group asynchronous | reset | pc[12] | 1.43 | 3 |
==> where the power goes <==
part           internal (mW)  switching (mW)
Combinational          0.123          0.0686
Clock                  0.112          0.0788
Sequential             0.223          0.0459
Total                  0.459           0.193
==> kinds of logic (layout without fill, tap and decap cells) <==
kind of cell / Yosys count / in the layout / share of synthesized area [%]
compound gates: 99 / 99 / 30.9
fa+ha+maj: 1 / 1 / 0.523
buf+inv: 29 / 123 / 4.60
flops: 32 / 32 / 33.5
mux: 10 / 10 / 4.24
simple gates: 115 / 115 / 26.3
==> placed cells by master (no fill, tap or decap), drive strengths merged, types with 5 or more instances in the layout <==
cell	count
buf	7
and3	5
nand2	27
o211ai	5
clkdlybuf4s50	100
a22o	18
a21o	5
nor4	10
dfrtp	32
inv	8
clkbuf	6
o21ai	18
mux2i	9
nand3	18
o31ai	5
nor3	9
nand4	11
nor2	19
a22oi	14
Power figures rest on the tool's default switching activity, not on a simulated workload.
