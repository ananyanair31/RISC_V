<file path="/design/flow/run.sh">
#!/bin/bash
# OpenROAD 26Q1-2900-gdf79404cd8, Yosys 0.63+post, stock flow scripts
make -C /OpenROAD-flow-scripts/flow DESIGN_CONFIG=/design/flow/config.mk WORK_HOME=/design/flow/orfs finish
</file>
<file path="/design/flow/config.mk">
export PLATFORM = sky130hd
export DESIGN_NAME = regFile
export DESIGN_NICKNAME = regFile
export VERILOG_FILES = /design/flow/design.v
export SDC_FILE = /design/flow/constraint.sdc
export NUM_CORES = 4
export LEC_CHECK = 1
export CORE_UTILIZATION = 40
export SYNTH_HDL_FRONTEND = slang
</file>
<file path="/design/flow/constraint.sdc">
current_design regFile

set clk_period 6.0
set clk_io_pct 0.2

create_clock -name clk0 -period $clk_period [get_ports {clk}]

set non_clock_inputs [all_inputs -no_clocks]
set_input_delay [expr $clk_period * $clk_io_pct] -clock clk0 $non_clock_inputs
set_output_delay [expr $clk_period * $clk_io_pct] -clock clk0 [all_outputs]
</file>
<file path="/design/flow/design.v">
`timescale 1ns / 1ps
module regFile(
    input clk,
    input regWrite,
    input [4:0] rs1,
    input [4:0] rs2,
    input [4:0] rd,
    input [31:0] writeData,
    output [31:0] readData1,
    output [31:0] readData2
    );
    reg [31:0] registers [31:0];
    integer i;
    initial begin
        for (i=0; i<31;i = i+1) begin
            registers[i] <= 32'd0;
        end
    end
    assign readData1 = registers[rs1];
    assign readData2 = registers[rs2];
    always @(posedge clk) begin
        if (regWrite && rd!=5'd0) begin
            registers[rd] <= writeData;
        end
    end
endmodule
</file>
==> changes_impl.md <==
## Flow update

- Status: finished, final reports clean
- Worst vdd ir: 0.2193 mV
- GRT Overall Usage: 26.03%
- Initial drt markers: 1975
- Cells after Synth: 3386
- # setup viols final: 0
- Routed vias: 30880
- Xor/xnor share: 0%
- And+or+nand+nor area frac: 4.709%
- Crit path capture: readData2[12]
- Count of cell types in the netlist: 24
- Netlist Area Pre-Place: 48760 um^2
- Total stage count of the critical path: 8
- Met2 usage: 40.29%
- MUX share of area: 21.02%
- Initial antenna violation count: 8
- Setup TNS: 0 ns
- Final WL: 149.1 mm
- Min-delay worst type: in2reg
- Die width: 351.1 um
- IO Count: 113
- Post-synth EDFFs: 1024
- Worst slew margin: 29.13%
- Pwr dens: 284.2 nW/um^2
- Clock root cell: clkbuf_16
- Cts bufs inserted: 105
- Setup crit start: rs2[2]
- HPWL after detailed placement: 87.01 mm
- Register share after synthesis: 63.07%
- Crit path DRT: 4.80 ns
- Post-synth top flop: edfxtp_1
- CTS tree: done
- Met3 usage: 14.04%
- Top cells by count: edfxtp_1 (1024), mux2i_1 (1024), nand2_1 (195)
- CP cell instances: clkdlybuf4s50_1 -> nor2b_4 -> buf_4 -> a22o_1 -> nor3_1 -> a31oi_1 -> nand3_1 -> clkdlybuf4s50_1
- Top cell by count, worst path: clkdlybuf4s50_1
- Crit path capture type: output port
- DRC Markers: 0
- Core area: 120400 um^2
- Cell Rows: 127
- Worst-Margin Slew: 1.060 ns
- Port Buf Inserts: 112
- Flops & latches, synth: 1024
- Cycle use final: 90.60%
- Top cell area share: 63.07%
- CP Launch Type: primary input
- Via/cell ratio: 5.882
- Reg clk slew, reported paths: 0.06 ns
- Ys cells: 3386
- GRT busiest layer: met2
- Top delay family on crit path: buffers and inverters
- Final core utilization: 46.43%
- First drt pass iteration count: 5
- Hold-fix buffers at CTS: 0
- Post-Synthesis Mean Instance Area: 14.40 um^2
- Buf/Inv on CP: 3
- Top reg by flops: registers
- H-tree depth: 3
- Max FFs per register: 1024
- Tmin final: 5.436 ns
- Aoi/oai-family share of the synthesized area: 8.048%
- Unrepaired setup endpoints after global routing: false
- Slowest CP cell: nor2b_4
- Core Util at FP: 40.48%
- Ys Warns: 0
- Top cells by area, synth: edfxtp_1 (63%), mux2i_1 (21%), a22oi_1 (3.0%)
- Crit path kind: in2out
- Data arrival, critical path: 4.24 ns
- Antenna Violating Nets Remaining: 0
- CTS-repair resized insts: 0
- Largest stage delay, worst path: 0.71 ns
- Die ar.: 123300 um^2
- Setup bufs post-CTS: 0
- Num Clock Sinks: 1024
- Largest registers: registers: 1024 flops
- Max Buffers Root-to-Sink: 3
- Avg WL per Cell: 28.40 um
- P&R area growth vs syn: 14.70%
- Vias in the first global route: 31540
- Logic family by area: multiplexers
- Final Hold Violation Tally: 0
- RePlAce Congestion: 0.8743
- Hold slack final: 1.340 ns
- Pleak: 20.55 nW
- Worst-path fanout max: 20
- Fin. max-slew vios: 0
- First-pass GRT wire length: 213.6 mm
- Die Span Y: 351.1 um
- Share of flip-flops with an asynchronous set or reset: 0%
- Synth area leader: edfxtp_1
- Met1 Usage GRT: 32.80%
- Adder-cell share of the synthesized area: 0%
- Largest net degree at the start of global routing: 71
- Max-Cap Viols: 0
- YS chip area: 48760 um^2
- Fmax: 184.0 MHz
- OpenROAD warnings: 26
- Total grt overflow: 0
- Share of layout cells above drive strength 1: 9.879%
==> area by class of cell <==
class | count | area (um^2)
Antenna cell | 3 | 7.507
Timing Repair Buffer | 283 | 2953
Sequential cell | 1024 | 30750
Multi-Input combinational cell | 2140 | 16890
Clock buffer | 130 | 2785
Fill cell | 10390 | 64520
Clock inverter | 57 | 525.5
Tap cell | 1612 | 2017
==> worst min-delay path by stage <==
| stage | from | end | slack [ns] | cells past startpoint |
|---|---|---|---|---|
| 4_1_cts | writeData[1] | registers[24][1] | 1.31 | 2 |
| 5_1_grt | writeData[1] | registers[26][1] | 1.36 | 2 |
| 6_report | writeData[21] | registers[26][21] | 1.34 | 2 |
==> report_power, final <==
part	switching [W]	internal, W	leakage (nW)	total (W)
logic	0.000922	0.000595	9.69	0.00152
registers	0.0000401	0.00798	9.25	0.00802
clock network	0.00267	0.00369	1.61	0.00636
total	0.00363	0.0123	20.5	0.0159
==> stage by stage <==
step	worst slack (ns)	area (um^2)	cells	total power, W
2_1_floorplan	2.380	48870	3417	0.008996
3_3_place_gp	0.5802	52610	5059	0.009672
3_5_place_dp	0.5633	52610	5059	0.009677
4_1_cts	0.5603	55920	5246	0.01597
5_1_grt	0.3545	55920	5246	0.01635
6_report	0.5640	55920	5249	0.01590
==> metal layers <==
metal	wire length (um)	vias up
met2	71320	1540
met1	53360	15380
met4	5111	10
met5	59	-
met3	19230	253
li1	-	13690
==> cell families (layout without fill, tap and decap cells) <==
kind of cell | Yosys count | count (layout)
compound gates | 576 | 576
buf+inv | 253 | 470
flops | 1024 | 1024
mux | 1024 | 1024
other cells | 1 | 35
simple gates | 508 | 508
==> placed cells by master (no fill, tap or decap), types with 108 or more instances in the layout <==
master / n
mux2i_1: 1024
a22o_1: 128
edfxtp_1: 1024
nand2_1: 193
a21oi_1: 192
nand3_1: 194
a22oi_1: 192
clkbuf_16: 108
clkdlybuf4s50_1: 110
buf_4: 128
Power figures rest on the tool's default switching activity, not on a simulated workload.
